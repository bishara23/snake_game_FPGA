`/design/flow/run.sh`:
```
#!/bin/bash
# OpenROAD 26Q1-2900-gdf79404cd8, Yosys 0.63+post, stock flow scripts
make -C /OpenROAD-flow-scripts/flow DESIGN_CONFIG=/design/flow/config.mk WORK_HOME=/design/flow/orfs finish
```
`/design/flow/config.mk`:
```
export PLATFORM = sky130hd
export DESIGN_NAME = Snake_Renderer
export DESIGN_NICKNAME = Snake_Renderer
export VERILOG_FILES = /design/flow/design.v
export SDC_FILE = /design/flow/constraint.sdc
export NUM_CORES = 4
export LEC_CHECK = 1
export CORE_AREA = 10 10 344 344
export DIE_AREA = 0 0 354 354
export SYNTH_HDL_FRONTEND = slang
```
`/design/flow/design.v`:
```
`timescale 1ns/1ps
module Font_ROM (
  input  wire [3:0] char_idx,    
  input  wire [2:0] row_idx,     
  output reg  [7:0] bits         
);
always @(*) begin
  case (char_idx)
    4'd0:  
      case (row_idx)
        3'd0: bits = 8'b00111100;
        3'd1: bits = 8'b01000010;
        3'd2: bits = 8'b01000000;
        3'd3: bits = 8'b01001110;
        3'd4: bits = 8'b01000010;
        3'd5: bits = 8'b01000010;
        3'd6: bits = 8'b01000110;
        3'd7: bits = 8'b00111000;
      endcase
    4'd1:  
      case (row_idx)
        3'd0: bits = 8'b00011000;
        3'd1: bits = 8'b00100100;
        3'd2: bits = 8'b01000010;
        3'd3: bits = 8'b01000010;
        3'd4: bits = 8'b01111110;
        3'd5: bits = 8'b01000010;
        3'd6: bits = 8'b01000010;
        3'd7: bits = 8'b01000010;
      endcase
    4'd2:  
      case (row_idx)
        3'd0: bits = 8'b01000010;
        3'd1: bits = 8'b01100110;
        3'd2: bits = 8'b01011010;
        3'd3: bits = 8'b01000010;
        3'd4: bits = 8'b01000010;
        3'd5: bits = 8'b01000010;
        3'd6: bits = 8'b01000010;
        3'd7: bits = 8'b01000010;
      endcase
    4'd3:  
      case (row_idx)
        3'd0: bits = 8'b01111110;
        3'd1: bits = 8'b01000000;
        3'd2: bits = 8'b01000000;
        3'd3: bits = 8'b01111100;
        3'd4: bits = 8'b01000000;
        3'd5: bits = 8'b01000000;
        3'd6: bits = 8'b01000000;
        3'd7: bits = 8'b01111110;
      endcase
    4'd4:  
      bits = 8'b00000000;
    4'd5:  
      case (row_idx)
        3'd0: bits = 8'b00111100;
        3'd1: bits = 8'b01000010;
        3'd2: bits = 8'b01000010;
        3'd3: bits = 8'b01000010;
        3'd4: bits = 8'b01000010;
        3'd5: bits = 8'b01000010;
        3'd6: bits = 8'b01000010;
        3'd7: bits = 8'b00111100;
      endcase
    4'd6:  
      case (row_idx)
        3'd0: bits = 8'b01000010;
        3'd1: bits = 8'b01000010;
        3'd2: bits = 8'b01000010;
        3'd3: bits = 8'b01000010;
        3'd4: bits = 8'b01000010;
        3'd5: bits = 8'b00100100;
        3'd6: bits = 8'b00100100;
        3'd7: bits = 8'b00011000;
      endcase
    4'd7:  
      case (row_idx)
        3'd0: bits = 8'b01111110;
        3'd1: bits = 8'b01000000;
        3'd2: bits = 8'b01000000;
        3'd3: bits = 8'b01111100;
        3'd4: bits = 8'b01000000;
        3'd5: bits = 8'b01000000;
        3'd6: bits = 8'b01000000;
        3'd7: bits = 8'b01111110;
      endcase
    4'd8:  
      case (row_idx)
        3'd0: bits = 8'b01111100;
        3'd1: bits = 8'b01000010;
        3'd2: bits = 8'b01000010;
        3'd3: bits = 8'b01111100;
        3'd4: bits = 8'b01010000;
        3'd5: bits = 8'b01001000;
        3'd6: bits = 8'b01000100;
        3'd7: bits = 8'b01000010;
      endcase
    default:
      bits = 8'b00000000;
  endcase
end
endmodule
`timescale 1ns/1ps
module Snake_Renderer #(
  parameter GRID_W    = 100,     
  parameter GRID_H    = 75,      
  parameter MAX_LEN   = 64,      
  parameter POS_BITS  = 13       
)(
  input  wire                     clk,
  input  wire                     rstn,           
  input  wire [10:0]              XCoord,          
  input  wire [10:0]              YCoord,          
  input  wire [POS_BITS*MAX_LEN-1:0] snake_body_flat,  
  input  wire [$clog2(MAX_LEN+1)-1:0] snake_length,    
  input  wire [POS_BITS-1:0]      food_pos,        
  input  wire                     game_over,       
  output reg  [3:0]               pixel_red,
  output reg  [3:0]               pixel_green,
  output reg  [3:0]               pixel_blue
);
  localparam CHAR_W     = 8;                     
  localparam CHAR_H     = 8;                     
  localparam TEXT_CHARS = 9;                     
  localparam TEXT_W     = CHAR_W * TEXT_CHARS;   
  localparam TEXT_H     = CHAR_H;                
  localparam X0         = (GRID_W - TEXT_W) / 2;  
  localparam Y0         = (GRID_H - TEXT_H) / 2;  
  localparam WIDTH = 27;
  reg [WIDTH-1:0] free_counter;
  always @(posedge clk or negedge rstn) begin
    if (!rstn)
      free_counter <= 0;
    else
      free_counter <= free_counter + 1;
  end
    wire [3:0] fade = free_counter[26:23];
  integer i;
  reg [POS_BITS-1:0] cur_pos;
  reg snake_pixel;
  always @(*) begin
    cur_pos     = YCoord * GRID_W + XCoord;
    snake_pixel = 1'b0;
    for (i = 0; i < MAX_LEN; i = i + 1) begin
      if (i < snake_length && snake_body_flat[i*POS_BITS +: POS_BITS] == cur_pos)
        snake_pixel = 1'b1;
    end
  end
  reg [11:0] bg_color;
  reg [11:0] txt_color;
  reg  [3:0] char_idx;
  reg  [2:0] row_idx;
  reg  [2:0] bit_idx;
  wire [7:0] font_bits;
  Font_ROM font_rom (
    .char_idx(char_idx),
    .row_idx (row_idx),
    .bits    (font_bits)
  );
  always @(*) begin
    if (game_over) begin
        txt_color = {fade, fade, fade}; 
        bg_color  = ~txt_color;
      if (XCoord >= X0 && XCoord < X0 + TEXT_W &&
          YCoord >= Y0 && YCoord < Y0 + TEXT_H) begin
        char_idx = (XCoord - X0) / CHAR_W;
        row_idx  = (YCoord - Y0);
        bit_idx  = 3'd7 - ((XCoord - X0) % CHAR_W);
        if (font_bits[bit_idx])
          {pixel_red, pixel_green, pixel_blue} = txt_color;
        else
          {pixel_red, pixel_green, pixel_blue} = bg_color;
      end else begin
        {pixel_red, pixel_green, pixel_blue} = bg_color;
      end
    end else begin
      if (snake_pixel) begin
        pixel_red   = 4'h0;
        pixel_green = 4'hF;
        pixel_blue  = 4'h0;
      end else if (cur_pos == food_pos) begin
        pixel_red   = 4'hF;
        pixel_green = 4'h0;
        pixel_blue  = 4'h0;
      end else begin
        pixel_red   = 4'h0;
        pixel_green = 4'h0;
        pixel_blue  = 4'h0;
      end
    end
  end
endmodule
```
`/design/flow/constraint.sdc`:
```
current_design Snake_Renderer

set clk_period 23.7
set clk_io_pct 0.2

create_clock -name clk0 -period $clk_period [get_ports {clk}]

set non_clock_inputs [all_inputs -no_clocks]
set_input_delay [expr $clk_period * $clk_io_pct] -clock clk0 $non_clock_inputs
set_output_delay [expr $clk_period * $clk_io_pct] -clock clk0 [all_outputs]
```
==> impl_metrics.csv <==
group,metric,value,unit
floorplanning,die_height,354,um
flow_run,number_of_logged_tool_warnings,38,
final_timing,hold_viol_final,0,
final_timing,finalCritPeriodShare,77.3,%
place,detailedPlace.worstSlack,5.18,ns
place,gp_routability_congestion,1.00,
global_routing,pin_count_of_the_biggest_net_entering_global_routing,40,
final_timing,unclocked_regs,7,
flow_run,number_of_maximum_capacitance_violations,0,
final_timing,final-max-slew-violation-count,0,
final_layout,flow.area_growth_from_synthesis,68.6,%
floorplanning,design.die.area,0.125,mm2
final_timing,timing.setup.tns,0,ns
route,wl_per_cell,31.2,um
worst_setup_path,rr_startpoint,"free_counter[6]$_DFF_PN0_",
final_timing,timing.max_slew.rel_slack,9.72,%
worst_setup_path,reg2regPathDepth,8,
final_timing,post-route-worst-setup-slack,5.38,ns
synthesis,enable_flop_cells,0,
clock_tree,cts_tree,"yes",
global_routing,antenna_found_initial,43,
worst_setup_path,worst-r2r-setup-slack,21.67,ns
pwr,power.leakage,9.82,nW
clock_tree,clkSlewWorstSetupHoldPaths,0.06,ns
floorplanning,dieWidth,354,um
final_timing,fin_worst_skew,0.00241,ns
synthesis,yosys_warnings,0,
worst_hold_path,timing.hold.worst.start,"free_counter[21]$_DFF_PN0_",
synthesis,ys_dominant_reg_cell,"sky130_fd_sc_hd__dfrtp_1",
worst_setup_path,worst_ep_required_time,18.96,ns
synthesis,synth_area_per_cell,8.63,um2
final_timing,min_cycle_time_layout,18.32,ns
route,vias_per_cell,4.24,
worst_setup_path,worstReg2RegEnd,"free_counter[26]$_DFF_PN0_",
worst_setup_path,crit_path_end_kind,"output port",
final_layout,nFillCells,12000,
final_layout,fraction_of_final_layout_cells_sized_beyond_drive_strength_1,5.82,%
clock_tree,cts_inserted_buffers,3,
final_layout,utilization,24.5,%
synthesis,syn-cell-area,0.0161,mm2
worst_setup_path,criticalPathCategory,"in -> out",
final_timing,total_setup_violations_reported_at_the_end_of_the_flow,0,
synthesis,synth_cell_types,89,
route,initial_drt_markers,1136,
pwr,irDropWorstVdd,0.0000951,V
synthesis,postSynthRegisterBits,34,
clock_tree,cts_setup_buffers,0,
synthesis,yosys.stat.chipArea,0.0161,mm2
synthesis,async_set_or_reset_flop_fraction_in_the_synthesized_netlist,79.4,%
final_timing,grt_setup_unrepaired,"no",
clock_tree,post_cts_resized,0,
clock_tree,cts_hold_buffers,0,
worst_hold_path,worst_hold_end,"free_counter[21]$_DFF_PN0_",
floorplanning,row_count,122,
pwr,fin_total_pwr,2.20,mW
route,dr.pass1.iters,5,
route,route.final.wire_length,132000,um
clock_tree,clkLatencyLatePin,0.26,ns
final_timing,max_clock_freq,54.6,MHz
place,dp_hpwl,115000,um
clock_tree,cts-root-to-sink-buffers,2,
global_routing,global_route.overflow_total,0,
global_routing,global_route_wire_length_before_repair,171000,um
worst_setup_path,arrival,13.58,ns
floorplanning,io-pin-count,889,
pwr,power.density,81.0,mW/mm2
final_timing,count_of_endpoints_without_a_timing_constraint,7,
route,vias,17900,
route,antenna_violating_nets_post_route,0,
worst_setup_path,worst_setup_path_start_kind,"input port",
synthesis,synthesis.instances,1863,
run_status,outcome,"finished clean",
route,highest-signal-layer,"met5",
route,routed-wl-met3,11000,um
final_timing,fin_hold_ws,0.467,ns
floorplanning,core-area,0.111,mm2
clock_tree,cts-root-buf,"sky130_fd_sc_hd__clkbuf_16",
route,route.detailed.drc,0,
place,port_buffers,888,
final_layout,layout_top_cells,"sky130_fd_sc_hd__clkdlybuf4s50_1 (886), sky130_fd_sc_hd__xnor2_1 (506), sky130_fd_sc_hd__xor2_1 (230), sky130_fd_sc_hd__nand4_1 (108), sky130_fd_sc_hd__xnor3_1 (106)",
global_routing,track_usage,20.4,%
route,wl_met2,64900,um
worst_hold_path,timing.hold.worst_path_depth,1,
floorplanning,floorplanUtilization,14.5,%
route,m1WireLength,53600,um
final_layout,final_layout_top_logic_cell,"sky130_fd_sc_hd__clkdlybuf4s50_1",
global_routing,first_global_vias,19000,
synthesis,yosysCellCount,1863,
worst_hold_path,worstHoldPathType,"reg -> reg",
clock_tree,h-tree-depth,1,
final_timing,tightest_slew,1.32,ns
worst_setup_path,worst-path-max-fanout,39,
[cells by family (layout without fill, tap and decap cells)]
kind of cell | Yosys count | in the layout | share of synthesized area [%]
AOI/OAI and AO/OA | 258 | 258 | 11.5
xor gates and xnor gates | 854 | 854 | 56.2
adders and majority gates | 52 | 52 | 4.33
buffers and inverters | 179 | 1033 | 5.85
DFF | 27 | 27 | 4.20
latches | 7 | 7 | 0.654
muxes | 4 | 4 | 0.257
other | 0 | 16 | 0
and+or+nand+nor | 482 | 482 | 17.0
[sequential cells by signal, indices dropped and copies added, names as in the netlist]
register,flops
free_counter,27
row_idx,3
char_idx,4
[worst max-delay path: stages]
cell,delay (ns)
sky130_fd_sc_hd__clkdlybuf4s50_1,0.62
sky130_fd_sc_hd__inv_1,0.15
sky130_fd_sc_hd__ha_1,0.32
sky130_fd_sc_hd__ha_1,0.31
sky130_fd_sc_hd__ha_1,0.32
sky130_fd_sc_hd__inv_1,0.07
sky130_fd_sc_hd__fa_1,0.53
sky130_fd_sc_hd__inv_1,0.04
sky130_fd_sc_hd__ha_1,0.77
sky130_fd_sc_hd__nand2_1,0.13
sky130_fd_sc_hd__o31a_1,0.51
sky130_fd_sc_hd__a31oi_4,0.91
sky130_fd_sc_hd__nand2_4,0.75
sky130_fd_sc_hd__xor2_1,0.41
sky130_fd_sc_hd__nor3_1,0.07
sky130_fd_sc_hd__a221oi_1,0.82
sky130_fd_sc_hd__nand3_1,0.22
sky130_fd_sc_hd__a211oi_2,0.34
sky130_fd_sc_hd__nand4_1,0.61
sky130_fd_sc_hd__o21ai_1,0.36
sky130_fd_sc_hd__clkdlybuf4s50_1,0.51
[per-layer routing]
metal | global-route usage, % | vias to the layer above
met5 | 0 | -
met4 | 3.16 | 18
met3 | 6.17 | 104
met2 | 35.1 | 812
met1 | 25.4 | 8636
li1 | - | 8341
[layout make-up]
cell class	instances	area [um2]	area share, %
multi-input cells	1650	14600	53.8
flip-flops and latches	34	781	2.88
inverters	49	184	0.678
diodes	16	40.0	0.148
clock buffers	4	78.8	0.291
repair buffers	980	9570	35.3
well taps	1488	1860	6.87
[metrics by stage]
step,instance area (um2),std cells
floorplan,16100,1863
global placement,27000,4200
detailed placement,27000,4201
CTS,27100,4205
global route,27100,4216
finish,27100,4221
[cell usage after synthesis (5+ instances only)]
cell type,number,area (um2)
sky130_fd_sc_hd__buf_4,18,135
sky130_fd_sc_hd__a311oi_1,5,43.8
sky130_fd_sc_hd__nor2b_1,13,81.3
sky130_fd_sc_hd__nand4_1,108,676
sky130_fd_sc_hd__buf_6,11,124
sky130_fd_sc_hd__buf_2,57,285
sky130_fd_sc_hd__clkbuf_1,34,128
sky130_fd_sc_hd__nand2b_1,6,37.5
sky130_fd_sc_hd__nand3_1,55,275
sky130_fd_sc_hd__nor2_1,40,150
sky130_fd_sc_hd__nor3_1,59,295
sky130_fd_sc_hd__inv_1,47,176
sky130_fd_sc_hd__o2111ai_1,14,123
sky130_fd_sc_hd__a2111oi_0,22,193
sky130_fd_sc_hd__a211oi_1,8,60.1
sky130_fd_sc_hd__a32oi_1,5,43.8
sky130_fd_sc_hd__o21ai_0,61,305
sky130_fd_sc_hd__dlxtp_1,7,105
sky130_fd_sc_hd__ha_1,46,576
sky130_fd_sc_hd__xnor2_1,507,4440
sky130_fd_sc_hd__xnor3_1,106,2390
sky130_fd_sc_hd__nand4b_1,5,43.8
sky130_fd_sc_hd__a21oi_1,34,170
sky130_fd_sc_hd__a21o_1,5,37.5
sky130_fd_sc_hd__o21ai_1,7,35.0
sky130_fd_sc_hd__nor3b_1,8,60.1
sky130_fd_sc_hd__fa_1,6,120
sky130_fd_sc_hd__o211ai_1,5,37.5
sky130_fd_sc_hd__xnor2_2,5,81.3
sky130_fd_sc_hd__a31oi_1,14,87.6
sky130_fd_sc_hd__nor4_1,92,576
sky130_fd_sc_hd__buf_1,6,22.5
sky130_fd_sc_hd__and3_1,16,100
sky130_fd_sc_hd__a21boi_0,28,210
sky130_fd_sc_hd__xor2_1,232,2030
sky130_fd_sc_hd__dfrtp_1,27,676
sky130_fd_sc_hd__or3_1,9,56.3
sky130_fd_sc_hd__nand2_1,48,180
[report_power, final]
part	switching, mW	total (mW)	internal [mW]
Sequential	0.000000307	0.0464	0.0463
Combinational	1.21	2.11	0.901
Clock	0.0146	0.0376	0.0230
Total	1.23	2.20	0.970
[worst max-delay path by stage]
| stage | start | end | slack [ns] | depth (start not counted) |
|---|---|---|---|---|
| CTS | YCoord[1] | pixel_red[2] | 5.15 | 21 |
| global route | YCoord[1] | pixel_red[2] | 4.87 | 21 |
| finish | YCoord[1] | pixel_red[2] | 5.38 | 21 |
No activity file was given, so power comes from the tool's default toggle rates.
