$ cat flow/constraint.sdc
current_design Food_Generator

set clk_period 13.3
set clk_io_pct 0.2

create_clock -name clk0 -period $clk_period [get_ports {clk}]

set non_clock_inputs [all_inputs -no_clocks]
set_input_delay [expr $clk_period * $clk_io_pct] -clock clk0 $non_clock_inputs
set_output_delay [expr $clk_period * $clk_io_pct] -clock clk0 [all_outputs]
$ cat flow/config.mk
export PLATFORM = sky130hd
export DESIGN_NAME = Food_Generator
export DESIGN_NICKNAME = Food_Generator
export VERILOG_FILES = /design/flow/design.v
export SDC_FILE = /design/flow/constraint.sdc
export NUM_CORES = 4
export LEC_CHECK = 1
export CORE_AREA = 10 10 331 331
export DIE_AREA = 0 0 341 341
export SYNTH_HDL_FRONTEND = slang
$ cat flow/run.sh
#!/bin/bash
# OpenROAD 26Q1-2900-gdf79404cd8, Yosys 0.63+post, stock flow scripts
make -C /OpenROAD-flow-scripts/flow DESIGN_CONFIG=/design/flow/config.mk WORK_HOME=/design/flow/orfs finish
$ cat flow/design.v
`timescale 1ns/1ps
module Food_Generator #(
    parameter integer GRID_W     = 100,
    parameter integer GRID_H     = 75,
    parameter integer MAX_LEN    = 64,
    parameter integer POS_BITS   = 13
)(
    input  wire                         clk,
    input  wire                         rstn,
    input  wire                         food_eaten,         
    input  wire [POS_BITS*MAX_LEN-1:0]  snake_body_flat,    
    input  wire [$clog2(MAX_LEN):0]     snake_length,
    output reg  [POS_BITS-1:0]          food_pos            
);
    localparam integer TOTAL_CELLS = GRID_W * GRID_H;
    localparam S_IDLE   = 1'b0;
    localparam S_SEARCH = 1'b1;
    reg  [POS_BITS-1:0] lfsr_q = 13'h1;   
    wire feedback = lfsr_q[12] ^ lfsr_q[3] ^ lfsr_q[2] ^ lfsr_q[0];
    wire [POS_BITS-1:0] lfsr_nxt = {lfsr_q[11:0], feedback};
    reg state_q = S_IDLE, state_d;
    reg [POS_BITS-1:0] cand_idx;
    function automatic collides;
        input [POS_BITS-1:0] idx;
        integer i;
        begin
            collides = 1'b0;
            for (i = 0; i < MAX_LEN; i = i + 1) begin : OCC
                if (i < snake_length) begin
                    if (snake_body_flat[i*POS_BITS +: POS_BITS] == idx)
                        collides = 1'b1;
                end
            end
        end
    endfunction
    always @(posedge clk or negedge rstn) begin
        if (!rstn) begin
            state_q <= S_IDLE;
            lfsr_q  <= 13'h1;
            food_pos<= 0;                
        end else begin
            state_q <= state_d;
            lfsr_q  <= lfsr_nxt;
            if (state_q == S_SEARCH && state_d == S_IDLE) begin
                food_pos <= cand_idx;
            end
        end
    end
    always @* begin
        state_d  = state_q;    
        cand_idx = food_pos;   
        case (state_q)
            S_IDLE: begin
                if (food_eaten) begin
                    state_d = S_SEARCH;
                end
            end
            S_SEARCH: begin
                if (lfsr_nxt < TOTAL_CELLS && !collides(lfsr_nxt)) begin
                    cand_idx = lfsr_nxt;
                    state_d  = S_IDLE;    
                end else begin
                    state_d  = S_SEARCH;  
                end
            end
        endcase
    end
endmodule
==> results.txt <==
Area Overhead vs Synth: 87.3%
Power consumption: 0.647 mW
Worst path required time: 13460 ps
Status: finished clean
Avg WL per Cell: 33.2 microns
Hold worst-path end: food_pos[7]
CP Class: in2reg
Top cells by count, synth: 478 x xnor2_1, 296 x xor2_1, 125 x nand4_1, 91 x nor4_1, 68 x buf_4
RePlAce Congestion: 1.00
Crit path max fanout: 14
Tool warnings: 25
Htree depth: 1
Final WL: 121 mm
Hold path start: food_pos[7]
Hpwl dp: 107 mm
Wire length of the first global-routing pass: 152 mm
Final Instance Area: 0.0220 sq mm
Area of the core: 0.102 sq mm
Antenna violations before repair: 79
Max Clock Freq: 145 MHz
Worst min-delay path class: reg2reg
Post-detailed-route count of antenna-violating nets: 0
Final hold slack: 512 ps
Yosys warns: 0
Setup Total Neg Slack: 0 ps
# Max-Cap Violations: 0
Final setup margin: 6420 ps
Main synth FF type: dfrtp_1
Syn avg cell area: 8.07 sq um
DRC viols: 0
Yosys cell count: 1453
Async SR Flop Fraction: 1.00
Clock power frac: 0.114
Sw Ratio: 0.333
R2r startpoint: lfsr_q[10]
Reg-to-reg critical path endpoint: food_pos[11]
Final core occ: 0.215
Power Dens Cells: 29.5 mW/mm^2
Root buf cell: clkbuf_16
Cells after synthesis: 1453
Leak: 7.54 nW
Placement Cell Area: 0.0219 sq mm
Reg power frac: 0.132
Hold-fix buffers, CTS: 0
R2R depth: 11
Yosys chip area: 0.0117 sq mm
Via count: 14800
Clk latency late pin: 270 ps
CTS tree: yes
Bufs on Longest Clock Path: 2
Share of power burned in combinational logic: 0.754
Worst Max-Slew Pin Slew: 1190 ps
Crit start category: input port
Fp util: 0.115
Pin count of the biggest net entering global routing: 55
Crit. End Element: flip-flop
Peak VDD IR: 0.0400 mV
WHS Path Cells: 1
Pint: 0.431 mW
Worst-path clk slew: 80 ps
Cell type with the largest total area: xnor2_1
Rows: 117
Hold Fails Final Rpt: 0
Register share after synthesis: 0.0577
Layout Cells excl Fill: 3640
Die span in y: 341 microns
CTS resizes: 0
IO Port Bufs: 854
Area share, top type: 0.357
Syn Std Cell Area: 0.0117 sq mm
Sw power: 0.216 mW
Unrepaired setup endpoints after global routing: false
Worst reg2reg setup slack: 8210 ps
Synth top cell by count: xnor2_1
Total gr overflow: 0
Clock sinks: 27
Post-CTS setup buffers: 0
Final setup fails: 0
Worst slew margin relative to its limit: 0.199
EDFF count, synth: 0
Die width: 341 microns
Fraction of layout cells with a size suffix above 1: 0.0561
Yosys reg bits: 27
Post-layout period usage: 0.517
CTS Buf Count: 3
Top area cell types: xnor2_1 36%, xor2_1 22%, nand4_1 6.7%
Arrival time worst endpoint: 7040 ps
Max Slew Vio Count: 0
Cells after DPL: 3629
GR Util All Layers: 0.200
Distinct lib cells: 67
Vias per cell: 4.06
DP Worst Slack: 6160 ps
IO Pins: 855
Die Size: 0.116 sq mm
Final min period: 6880 ps
Drt pass-1 iters: 5
1st-iter DRT viols: 833
Vias in the first global route: 15200
Worst Skew: 3.94 ps
Filler Cells Inserted: 11300
worst max-delay path: stages:
cell and delay (ps):
clkdlybuf4s50_1 720, or2_1 570, or3_1 550, o2111ai_2 310, o32ai_1 140, a2111oi_0 600
o2111ai_1 240, a2111oi_4 380, nand4_4 410, mux2_4 430
cells in the final DEF, fill, tap and decap left out, types with 9 or more instances in the layout:
| cell | count |
|---|---|
| a21oi_1 | 15 |
| xnor2_1 | 477 |
| mux2_4 | 9 |
| dfrtp_1 | 15 |
| o21ai_0 | 19 |
| nor4_2 | 9 |
| nor4_1 | 82 |
| nand2_1 | 19 |
| nor2_1 | 27 |
| nand4_1 | 125 |
| xor2_1 | 296 |
| dfrtp_4 | 11 |
| buf_4 | 69 |
| nor3_1 | 22 |
| o2111ai_1 | 14 |
| inv_1 | 32 |
| clkdlybuf4s50_1 | 853 |
| a211oi_1 | 13 |
| nand3_1 | 26 |
area by class of cell:
cell class | count | area (sq um) | area share
multi-input combinational | 1277 | 10200 | 0.466
timing repair buffer | 924 | 9080 | 0.413
tap | 1368 | 1710 | 0.0779
sequential | 27 | 722 | 0.0329
inverter | 33 | 124 | 0.00564
clock buffer | 3 | 75.1 | 0.00342
antenna | 7 | 17.5 | 0.000797
clock inverter | 1 | 7.51 | 0.000342
logic make-up after synthesis:
logic type                after synthesis  synth area share
AOI/OAI and AO/OA                     143            0.0936
xor gates and xnor gates              774             0.578
buffers and inverters                 149            0.0789
DFF                                    27            0.0577
muxes                                  14            0.0162
and+or+nand+nor                       346             0.176
routing by layer:
metal	up-vias	track usage	wire [microns]
li1	6694	-	-
met1	7078	0.241	47900
met2	808	0.350	60100
met3	147	0.0635	10200
met4	64	0.0290	2290
met5	-	0	395
power by group through the flow:
stage | logic, mW | registers, mW | clock network (mW)
after global routing | 0.515 | 0.0860 | 0.0813
final | 0.488 | 0.0852 | 0.0739
after CTS | 0.491 | 0.0857 | 0.0776
how the worst max path moves through the flow:
stage     slack, ps     endpoint  cells past startpoint             from
4_1_cts        6470  food_pos[5]                      9  snake_length[5]
5_1_grt        6320  food_pos[7]                      9  snake_length[3]
6_report       6420  food_pos[5]                     10  snake_length[5]
sequential cells by signal, summed over array words and instances (netlist names):
name	cells
food_pos	13
lfsr_q	13
state_q	1
Power and IR drop assume default switching activity.
